## flow/design.v

```verilog
module fft(clk, data_in, wr_en, data_out, next_data_rd, busy, start);
parameter INT_WIDTH = 8;
parameter FRAC_WIDTH = 12;
parameter FFT_WIDTH = 6;
parameter BIT_WIDTH = (INT_WIDTH+FRAC_WIDTH);
parameter FFT_SIZE = (2**FFT_WIDTH);
parameter MEM_SIZE = FFT_SIZE-1;
input wire clk;
input wire [BIT_WIDTH-1:0] data_in;
input wire wr_en;
output reg [BIT_WIDTH-1:0] data_out;
input wire next_data_rd;
input wire start;
output reg busy;
reg [FFT_WIDTH-1:0] cur_wr_addr;
var [FFT_WIDTH-1:0] cur_wr_addr_calc;
reg [FFT_WIDTH:0] cur_rd_addr;  
var [FFT_WIDTH:0] cur_rd_addr_calc;
reg running;
reg [7:0] fft_cur_stage;
var [FFT_WIDTH-1:0] mem_addr_calc_first;
var [FFT_WIDTH-1:0] mem_addr_calc_second;
var [FFT_WIDTH-1:0] w_addr_calc;
var [BIT_WIDTH*2:0] mult_calc;
var [BIT_WIDTH*2:0] bit_ext_mem_re;
var [BIT_WIDTH*2:0] bit_ext_mem_imag;
var [BIT_WIDTH*2:0] bit_ext_cos;
var [BIT_WIDTH*2:0] bit_ext_sin;
reg [BIT_WIDTH-1:0] mem_real [0:MEM_SIZE];
reg [BIT_WIDTH-1:0] mem_real_sec [0:MEM_SIZE];
reg [BIT_WIDTH-1:0] mem_imag [0:MEM_SIZE];
reg [BIT_WIDTH-1:0] mem_imag_sec [0:MEM_SIZE];
reg [FFT_WIDTH-1:0] mem_idx_counter;
wire [BIT_WIDTH-1:0] W_weights_cos [0:MEM_SIZE];
wire [BIT_WIDTH-1:0] W_weights_sin [0:MEM_SIZE];
genvar gi;
initial begin
    cur_wr_addr = 0;
    cur_rd_addr = 0;
    running = 0;
    fft_cur_stage = 0;
end
generate
    for(gi=0; gi<MEM_SIZE+1; gi=gi+1) begin:generate_w
        assign W_weights_cos[gi] = int'( $cos(gi*2*3.141592/$itor(FFT_SIZE) )*(1<<FRAC_WIDTH) );
        assign W_weights_sin[gi] = int'( $sin(gi*2*3.141592/$itor(FFT_SIZE) )*(1<<FRAC_WIDTH) );
    end
endgenerate
always @(posedge clk)
begin
    busy <= 0;
    if(FFT_WIDTH[0] == 0) begin
        data_out <= cur_rd_addr[FFT_WIDTH]? mem_imag[cur_rd_addr] : mem_real[cur_rd_addr];
    end else begin
        data_out <= cur_rd_addr[FFT_WIDTH]? mem_imag_sec[cur_rd_addr] : mem_real_sec[cur_rd_addr];
    end
    if(wr_en == 1) begin
        for(int i = 0; i < FFT_WIDTH; i++) begin
            cur_wr_addr_calc[FFT_WIDTH-1-i] = cur_wr_addr[i];
        end
        mem_real[cur_wr_addr_calc] <= data_in;
        mem_imag[cur_wr_addr_calc] <= 0;
        cur_wr_addr <= cur_wr_addr+1;
    end
    if(next_data_rd == 1) begin
        cur_rd_addr_calc = cur_rd_addr+1;
        if(FFT_WIDTH[0] == 0) begin
            data_out <= cur_rd_addr_calc[FFT_WIDTH]? mem_imag[cur_rd_addr_calc] : mem_real[cur_rd_addr_calc];
        end else begin
            data_out <= cur_rd_addr_calc[FFT_WIDTH]? mem_imag_sec[cur_rd_addr_calc] : mem_real_sec[cur_rd_addr_calc];
        end
        cur_rd_addr <= cur_rd_addr+1;
    end
    if(start == 1) begin
        running <= 1;
        fft_cur_stage <= 0;
        busy <= 1;
        mem_idx_counter <= 0;
    end
    if(running == 1) begin
        busy <= 1;
        mem_addr_calc_first = mem_idx_counter;
        mem_addr_calc_first[fft_cur_stage] = 0;
        mem_addr_calc_second = mem_idx_counter;
        mem_addr_calc_second[fft_cur_stage] = 1;
        w_addr_calc = 0;
        for(int i = 0; i < FFT_WIDTH; i++) begin
            if(i <= fft_cur_stage) begin
                w_addr_calc[FFT_WIDTH-1-fft_cur_stage+i] = mem_idx_counter[i];
            end
        end
        if(fft_cur_stage[0] == 0) begin
            bit_ext_mem_re = { {BIT_WIDTH{mem_real[ mem_addr_calc_second ][BIT_WIDTH-1]}}, mem_real[ mem_addr_calc_second ]};
            bit_ext_mem_imag = { {BIT_WIDTH{mem_imag[ mem_addr_calc_second ][BIT_WIDTH-1]}}, mem_imag[ mem_addr_calc_second ]};
            bit_ext_cos = { {BIT_WIDTH{W_weights_cos[w_addr_calc][BIT_WIDTH-1]}}, W_weights_cos[w_addr_calc]};
            bit_ext_sin = { {BIT_WIDTH{W_weights_sin[w_addr_calc][BIT_WIDTH-1]}}, W_weights_sin[w_addr_calc]};
            mult_calc = (bit_ext_cos*bit_ext_mem_re)>>FRAC_WIDTH;
            mult_calc = mult_calc+((bit_ext_sin*bit_ext_mem_imag)>>FRAC_WIDTH);
            mem_real_sec[mem_idx_counter] <= mem_real[mem_addr_calc_first]+mult_calc;
            mult_calc = (bit_ext_cos*bit_ext_mem_imag)>>FRAC_WIDTH;
            mult_calc = mult_calc-((bit_ext_sin*bit_ext_mem_re)>>FRAC_WIDTH);
            mem_imag_sec[mem_idx_counter] <= mem_imag[mem_addr_calc_first]+mult_calc;
        end else begin
            bit_ext_mem_re = { {BIT_WIDTH{mem_real_sec[ mem_addr_calc_second ][BIT_WIDTH-1]}}, mem_real_sec[ mem_addr_calc_second ]};
            bit_ext_mem_imag = { {BIT_WIDTH{mem_imag_sec[ mem_addr_calc_second ][BIT_WIDTH-1]}}, mem_imag_sec[ mem_addr_calc_second ]};
            bit_ext_cos = { {BIT_WIDTH{W_weights_cos[w_addr_calc][BIT_WIDTH-1]}}, W_weights_cos[w_addr_calc]};
            bit_ext_sin = { {BIT_WIDTH{W_weights_sin[w_addr_calc][BIT_WIDTH-1]}}, W_weights_sin[w_addr_calc]};
            mult_calc = (bit_ext_cos*bit_ext_mem_re)>>FRAC_WIDTH;
            mult_calc = mult_calc+((bit_ext_sin*bit_ext_mem_imag)>>FRAC_WIDTH);
            mem_real[mem_idx_counter] <= mem_real_sec[mem_addr_calc_first]+mult_calc;
            mult_calc = (bit_ext_cos*bit_ext_mem_imag)>>FRAC_WIDTH;
            mult_calc = mult_calc-((bit_ext_sin*bit_ext_mem_re)>>FRAC_WIDTH);
            mem_imag[mem_idx_counter] <= mem_imag_sec[mem_addr_calc_first]+mult_calc;
        end
        mem_idx_counter <= mem_idx_counter+1;
        if(mem_idx_counter == MEM_SIZE) begin
            mem_idx_counter <= 0;
            fft_cur_stage <= fft_cur_stage+1;
            if(fft_cur_stage+1 == FFT_WIDTH) begin
                fft_cur_stage <= 0;
                running <= 0;
            end
        end
    end
end
endmodule
```

## flow/config.mk

```make
export PLATFORM = sky130hd
export DESIGN_NAME = fft
export DESIGN_NICKNAME = fft
export VERILOG_FILES = /design/flow/design.v
export SDC_FILE = /design/flow/constraint.sdc
export NUM_CORES = 4
export LEC_CHECK = 1
export CORE_UTILIZATION = 50
export SYNTH_MEMORY_MAX_BITS = 65536
```

## flow/run.sh

```bash
#!/bin/bash
# OpenROAD 26Q1-2900-gdf79404cd8, Yosys 0.63+post, stock flow scripts
make -C /OpenROAD-flow-scripts/flow DESIGN_CONFIG=/design/flow/config.mk WORK_HOME=/design/flow/orfs finish
```

## flow/constraint.sdc

```tcl
current_design fft

set clk_period 111.6
set clk_io_pct 0.2

create_clock -name clk0 -period $clk_period [get_ports {clk}]

set non_clock_inputs [all_inputs -no_clocks]
set_input_delay [expr $clk_period * $clk_io_pct] -clock clk0 $non_clock_inputs
set_output_delay [expr $clk_period * $clk_io_pct] -clock clk0 [all_outputs]
```

==> changes_impl.md <==
### Metrics

* Outcome: finished clean
* Initial antenna violation count at 108
* Crit-path most repeated cell: buf_4
* Cell row count at 323
* Antenna Violating Nets Remaining at 0
* Top cell area share at 0.397
* Final Setup Violations at 0
* Setup bufs post-CTS at 0
* Final slew viol count at 0
* DP Area at 407000 um^2
* Clk_skew at 0.0765 ns
* Initial DRC Count at 18300
* Number of synthesized flops with an enable pin at 5139
* Yosys cell count at 30700
* Root buffer selected by CTS: clkbuf_16
* Die width at 884 um
* DRC Markers at 0
* Met1 Track Usage GR at 0.479
* Clock sink total at 5169
* IO buf count at 44
* Pre-Place Util at 0.503
* Area growth syn-to-layout at 9.61%
* GR Util met2 at 0.559
* Grt met3 use at 0.375
* CTS H-tree depth at 6
* Final worst-path cycle share at 0.254
* Synth Seq Share at 0.398
* Worst setup startpoint: next_data_rd
* Worst Path Required at 112.58 ns
* Cells after Synth at 30700
* Die outline area at 782000 um^2
* Top cells excl fill/tap: 5139 x edfxtp_1, 3385 x mux4_2, 3044 x inv_1, 2992 x nor2_1, 2698 x fa_1
* Synth area leader: edfxtp_1
* Largest fanout on the critical path at 32
* Worst hold path type: flop to flop
* Post-Layout Inst Area at 427000 um^2
* Ys flops at 5169
* Number of global-route vias before repair at 291000
* Slowest-stage cell, CP: buf_4
* Drt pass-1 iters at 6
* Ys flop type: edfxtp_1
* OpenROAD warning count at 44
* Critical Path End Type: flop
* Number of max-cap violations at 0
* Worst hold start: running
* Worst path cell trace: clkdlybuf4s50_1 > buf_4 > xor2_4 > buf_4 > buf_4 > buf_4 > buf_4 > buf_4 > buf_4 > mux4_2 > mux4_2 > mux4_2 > nand2_1 > o21ai_0
* Least-Margin Pin Slew at 1.45 ns
* Num CTS Buffers at 563
* Worst R2R Start: fft_cur_stage[1]
* Peak Freq at 0.0353 GHz
* Avg WL per Cell at 36.4 um
* Maximum buffer depth of the clock tree at 4
* TNS Setup at 0 ns
* Count of cell types in the netlist at 120
* WP data arrival at 29.30 ns
* Number of vias per cell at 6.54
* Largest cells by area after synthesis: edfxtp_1 40%, mux4_2 20%, fa_1 14%
* Post-synth ARST share at 0
* Mapped Area at 389000 um^2
* Worst rel slew slack at 0.0235
* Layout cell share with drive strength beyond 1 at 0.220
* Pin count of the biggest net entering global routing at 99
* CTS tree: built
* Post-DP HPWL at 1020 mm
* Core Box Area at 774000 um^2
* GRT Util Overall at 0.427
* Most Crowded Layer GR: met2
* Routability cong. at 1.01
* Via Count at 268000
* Startpoint types: primary input
* Final WL at 1490 mm
* RSZ-0062 raised after global routing: false
* Max incr delay on CP at 0.65 ns
* CTS Hold Buffers Added at 0
* Yosys stat area at 389000 um^2
* Final Hold Vio Count at 0
* Most frequent logic cell in the layout: edfxtp_1
* First-pass GRT wire length at 2120 mm
* Post-CTS sizing at 0
* Critical path class: primary input to flop
* Syn_area_per_cell at 12.7 um^2
* Die Height at 884 um
* Reg clk slew, reported paths at 0.06 ns
* Worst-skew pair later-pin latency at 1.18 ns
* IO Pins at 45
* Warnings from Yosys at 129
* GR Overflow Total at 0
* Tmin final at 28.32 ns
## path summary, 6_finish.rpt
path	slack [ns]	end	cells after the start
setup reg to reg	86.81	mem_real[40][19]	83
setup / recovery	83.28	data_out[14]	14
hold reg to reg	0.48	busy	1
hold / removal	0.48	busy	1
## critical path: cells and delay by family
family          cells  cell delay, ns
compound gates      1            0.15
xor+xnor            1            0.38
buf+inv             8            4.31
mux                 3            1.79
simple gates        1            0.18
## flip-flops by register name (all words and copies together) (netlist names), 6 cells and up
signal           count
cur_rd_addr          7
mem_imag_sec      1280
mem_idx_counter      6
mem_real          1280
fft_cur_stage        8
mem_imag          1280
data_out            20
cur_wr_addr          6
mem_real_sec      1280
## layer usage
layer / vias up / part of all wire
li1: 110000 / -
met1: 133000 / 0.29
met2: 20200 / 0.43
met3: 4242 / 0.21
met4: 293 / 0.070
met5: - / 0.0080
## layout make-up
type,count,area [um^2]
tap,10200,12800
inverter,3051,11500
timing repair buffer,1519,12000
fill,61900,348000
antenna,177,443
clock buffer,680,14800
clock inverter,326,3920
sequential,5169,155000
multi-input combinational,19800,216000
## through the flow
step | instances | util | setup WS [ns] | hold slack, ns
global route | 40900 | 0.551 | 82.79 | 0.499
CTS | 40800 | 0.550 | 83.29 | 0.482
finish | 41000 | 0.551 | 83.28 | 0.482
global placement | 39800 | 0.526 | 82.14 | 0.468
detailed placement | 39800 | 0.526 | 82.11 | 0.466
floorplan | 30700 | - | 85.52 | 0.572
## synthesized netlist by cell type, types with 30 or more instances
master / n
edfxtp_1: 5139
mux4_2: 3385
nor2_1: 3064
inv_1: 3044
fa_1: 2702
nand2_1: 2656
clkbuf_1: 1952
o21ai_0: 1433
ha_1: 1084
a211oi_1: 949
and2_1: 535
a21oi_1: 496
buf_1: 485
xnor2_1: 409
a31oi_1: 351
or2_2: 304
nand2b_1: 285
nor2b_1: 234
mux2_2: 223
mux2i_1: 187
buf_2: 179
a311oi_1: 166
nand3_1: 164
nor3_1: 136
a21o_1: 126
xor2_1: 122
nand4_1: 73
o21a_1: 60
nor4_1: 54
o211ai_1: 43
or3_1: 42
and3_1: 40
o22ai_1: 36
dfxtp_1: 30
## cells by family after synthesis
group	after synthesis	share of synthesized area
AND/OR/NAND/NOR	7744	0.0877
buffers and inverters	5697	0.0559
flip-flops	5169	0.398
AND-OR/OR-AND	3972	0.0648
multiplexers	3800	0.207
adder cells (fa/ha/maj)	3786	0.174
XOR/XNOR	539	0.0124
